--- run.sh ---
#!/bin/bash
# OpenROAD 26Q1-2900-gdf79404cd8, Yosys 0.63+post, stock flow scripts
make -C /OpenROAD-flow-scripts/flow DESIGN_CONFIG=/design/flow/config.mk WORK_HOME=/design/flow/orfs finish
--- constraint.sdc ---
current_design xorgate32bit

set clk_period 1.0
set clk_io_pct 0.2

create_clock -name clk0 -period $clk_period

set non_clock_inputs [all_inputs -no_clocks]
set_input_delay [expr $clk_period * $clk_io_pct] -clock clk0 $non_clock_inputs
set_output_delay [expr $clk_period * $clk_io_pct] -clock clk0 [all_outputs]
--- design.v ---
module notgate (
    in,out
);
    input [3:0] in;
    output [3:0] out;
    assign out=~in;
endmodule
module andgate (
    a,b,y
);
    input a,b;
    output y;
    assign y=a&b;
endmodule
module orgate (
    a,b,y
);
    input a,b;
    output y;
    wire nota,notb;
    notgate anot(a,nota);
    notgate bnot(b,notb);
    nand (y,nota,notb);
endmodule
module xorgate(
    a,b,out
);
    input a,b;
    output out;
    notgate na(a,nota);
    notgate nb(b,notb);
    andgate first(a,notb,outa);
    andgate second(b,nota,outb);
    orgate ans(outa,outb,out);
endmodule
module xorgate32bit(
    a,b,out
);
    input [31:0] a,b;
    output [31:0] out;
    xorgate bit0(a[0],b[0],out[0]);
    xorgate bit1(a[1],b[1],out[1]);
    xorgate bit2(a[2],b[2],out[2]);
    xorgate bit3(a[3],b[3],out[3]);
    xorgate bit4(a[4],b[4],out[4]);
    xorgate bit5(a[5],b[5],out[5]);
    xorgate bit6(a[6],b[6],out[6]);
    xorgate bit7(a[7],b[7],out[7]);
    xorgate bit8(a[8],b[8],out[8]);
    xorgate bit9(a[9],b[9],out[9]);
    xorgate bit10(a[10],b[10],out[10]);
    xorgate bit11(a[11],b[11],out[11]);
    xorgate bit12(a[12],b[12],out[12]);
    xorgate bit13(a[13],b[13],out[13]);
    xorgate bit14(a[14],b[14],out[14]);
    xorgate bit15(a[15],b[15],out[15]);
    xorgate bit16(a[16],b[16],out[16]);
    xorgate bit17(a[17],b[17],out[17]);
    xorgate bit18(a[18],b[18],out[18]);
    xorgate bit19(a[19],b[19],out[19]);
    xorgate bit20(a[20],b[20],out[20]);
    xorgate bit21(a[21],b[21],out[21]);
    xorgate bit22(a[22],b[22],out[22]);
    xorgate bit23(a[23],b[23],out[23]);
    xorgate bit24(a[24],b[24],out[24]);
    xorgate bit25(a[25],b[25],out[25]);
    xorgate bit26(a[26],b[26],out[26]);
    xorgate bit27(a[27],b[27],out[27]);
    xorgate bit28(a[28],b[28],out[28]);
    xorgate bit29(a[29],b[29],out[29]);
    xorgate bit30(a[30],b[30],out[30]);
    xorgate bit31(a[31],b[31],out[31]);
endmodule
--- config.mk ---
export PLATFORM = sky130hd
export DESIGN_NAME = xorgate32bit
export DESIGN_NICKNAME = xorgate32bit
export VERILOG_FILES = /design/flow/design.v
export SDC_FILE = /design/flow/constraint.sdc
export NUM_CORES = 4
export LEC_CHECK = 1
export CORE_AREA = 10 10 70 70
export DIE_AREA = 0 0 80 80
==> results.py <==
# Flow results
metrics = {
    "final_timing": {
        "postLayoutSetupSlackWorst_ns": 0.0774,
        "setup_tns_ns": 0,
        "period_minus_slack_ns": 0.923,
        "fmax_mhz": 1080,
        "rsz0062_at_grt": "no",
        "slew_headroom_pct": 90.8,
        "slew_violations": 0,
        "hold_violations": 0,
        "period_used_pct": 92.3,
        "setup_viol": 0,
        "worst_slew_pin_slew_ns": 0.137,
    },
    "global_route": {
        "grtUsageTotal_pct": 6.21,
        "grt_pass1_vias": 629,
        "grt_antenna_before_repair": 0,
        "grt-ovfl-total": 0,
        "grt_pass1_wl_um": 3240,
        "grt_max_degree": 2,
    },
    "floorplanning": {
        "fp_util_pct": 15.2,
        "coreArea_um2": 3420,
        "die_height_um": 80,
        "ioPinCount": 96,
        "die-area_um2": 6400,
        "core.rowCount": 21,
        "dieWidth_um": 80,
    },
    "job": {
        "warning_count": 32,
        "maxCapViolCount": 0,
    },
    "layout": {
        "fin_util_pct": 31.0,
        "final.fill_count": 413,
        "post_route_cells_drive_above_1_share_pct": 25.0,
        "synthToLayoutAreaGrowth_pct": 103,
        "stdcell_area_um2": 1060,
        "seq_area_um2": 0,
        "clock_buffers": 0,
        "seq_cells": 0,
    },
    "critical_path": {
        "cp_data_required_time_ns": 0.80,
        "cp_max_fo": 1,
        "startpoint_type": "primary input",
        "worstSetupEndpointType": "primary output",
        "critPathKind": "primary input to primary output",
        "cp_data_arrival_time_ns": 0.72,
    },
    "clocking": {
        "post_cts_resized": 160,
        "ctsHoldBuffers": 0,
        "cts_setup_buffers": 0,
    },
    "logic_synthesis": {
        "synthCells": 64,
        "ys_types": 2,
        "syn_area_um2": 520,
        "ys_seq_share_pct": 0,
        "avgSynthCellArea_um2": 8.13,
        "ys_cells": 64,
        "synth-area-yosys_um2": 520,
        "yosys_warnings": 12,
    },
    "place": {
        "place_ws_ns": -0.574,
        "place_congestion": 0.722,
        "post_dp_cell_area_um2": 1300,
        "portBuffers": 96,
        "hpwlAfterDp_um": 2270,
    },
    "routing": {
        "antenna_cells": 0,
        "drc": 0,
        "wl_per_cell_um": 13.2,
        "dr.first_iter.drc_count": 0,
        "via_per_inst": 3.20,
        "wl_um": 2300,
        "first_pass_iters": 1,
        "ant_nets": 0,
        "vias": 557,
    },
    "power": {
        "ir_worst_vdd_mv": 0.0913,
        "p_leak_nw": 0.599,
        "total_power_uw": 363,
        "power_density_nw_per_um2": 343,
    },
    "hold_path": {
        "hold_class": "primary input to primary output",
    },
    "run_status": {
        "status": "finished, final reports clean",
    },
}
==> layout make-up <==
| cell class | count | area [um^2] | share of cell area, % |
|---|---|---|---|
| timing repair buffer | 96 | 721 | 68.1 |
| tap | 46 | 57.6 | 5.44 |
| multi-input combinational | 32 | 280 | 26.5 |
==> per-stage QoR <==
stage | hold slack (ns) | instances
CTS | 0.765 | 174
finish | 0.760 | 174
floorplan | 0.549 | 64
global placement | 1.34 | 174
detailed placement | 1.33 | 174
global route | 0.776 | 174
==> power breakdown <==
group	total, mW	internal [mW]	switching, mW	leakage [nW]
sequential	0	0	0	0
clock	0	0	0	0
combinational	0.363	0.259	0.105	0.599
==> path summary, 6_finish.rpt <==
kind,from,cells after the start,end
worst max-delay path,a[30],3,out[30]
worst min-delay path,b[21],3,out[21]
==> metal layers <==
metal,GRT usage [%],vias to the layer above,wire length [um]
met5,0,-,0
met4,0,0,0
met3,2.61,0,247
met2,12.4,33,1360
met1,6.06,236,698
li1,-,288,-
==> synth_stat cells <==
cell	instances	area, um^2
xor2_1	32	280
buf_4	32	240
==> logic make-up after synthesis <==
kind of cell / synth area share, %
xor+xnor: 53.8
buf+inv: 46.2
==> critical path, stage by stage <==
cell and delay (ns):
dlygate4sd2_1 0.24, xor2_1 0.16, buf_2 0.13
==> cell usage in the layout (no fill, tap or decap), drive strengths merged <==
cell type    instances
dlygate4sd2         64
buf                 32
xor2                32
Power is estimated from default activity; no workload was simulated.
