$ cat flow/config.mk
export PLATFORM = sky130hd
export DESIGN_NAME = fulladder32bit
export DESIGN_NICKNAME = fulladder32bit
export VERILOG_FILES = /design/flow/design.v
export SDC_FILE = /design/flow/constraint.sdc
export NUM_CORES = 4
export LEC_CHECK = 1
export CORE_AREA = 10 10 104 104
export DIE_AREA = 0 0 114 114
$ cat flow/constraint.sdc
current_design fulladder32bit

set clk_period 31.2
set clk_io_pct 0.2

create_clock -name clk0 -period $clk_period

set non_clock_inputs [all_inputs -no_clocks]
set_input_delay [expr $clk_period * $clk_io_pct] -clock clk0 $non_clock_inputs
set_output_delay [expr $clk_period * $clk_io_pct] -clock clk0 [all_outputs]
$ cat flow/design.v
module notgate (
    in,out
);
    input [3:0] in;
    output [3:0] out;
    assign out=~in;
endmodule
module andgate (
    a,b,y
);
    input a,b;
    output y;
    assign y=a&b;
endmodule
module fulladder(a,b,c,result,carry);
input a,b,c;
output result,carry;
wire c1,c2,temp;
halfadder ha1(.a(a),.b(b),.result(temp),.carry(c1));
halfadder ha2(.a(temp),.b(c),.result(result),.carry(c2));
orgate car(c1,c2,carry);
endmodule
module fulladder32bit (
    a,b,c_in,out,c_out
);
    input [31:0] a,b;
    input c_in;
    output [31:0] out;
    output c_out;
    wire [31:0] c;
    fulladder bit0(a[0],b[0],c_in,out[0],c[0]);
    fulladder bit1(a[1],b[1],c[0],out[1],c[1]);
    fulladder bit2(a[2],b[2],c[1],out[2],c[2]);
    fulladder bit3(a[3],b[3],c[2],out[3],c[3]);
    fulladder bit4(a[4],b[4],c[3],out[4],c[4]);
    fulladder bit5(a[5],b[5],c[4],out[5],c[5]);
    fulladder bit6(a[6],b[6],c[5],out[6],c[6]);
    fulladder bit7(a[7],b[7],c[6],out[7],c[7]);
    fulladder bit8(a[8],b[8],c[7],out[8],c[8]);
    fulladder bit9(a[9],b[9],c[8],out[9],c[9]);
    fulladder bit10(a[10],b[10],c[9],out[10],c[10]);
    fulladder bit11(a[11],b[11],c[10],out[11],c[11]);
    fulladder bit12(a[12],b[12],c[11],out[12],c[12]);
    fulladder bit13(a[13],b[13],c[12],out[13],c[13]);
    fulladder bit14(a[14],b[14],c[13],out[14],c[14]);
    fulladder bit15(a[15],b[15],c[14],out[15],c[15]);
    fulladder bit16(a[16],b[16],c[15],out[16],c[16]);
    fulladder bit17(a[17],b[17],c[16],out[17],c[17]);
    fulladder bit18(a[18],b[18],c[17],out[18],c[18]);
    fulladder bit19(a[19],b[19],c[18],out[19],c[19]);
    fulladder bit20(a[20],b[20],c[19],out[20],c[20]);
    fulladder bit21(a[21],b[21],c[20],out[21],c[21]);
    fulladder bit22(a[22],b[22],c[21],out[22],c[22]);
    fulladder bit23(a[23],b[23],c[22],out[23],c[23]);
    fulladder bit24(a[24],b[24],c[23],out[24],c[24]);
    fulladder bit25(a[25],b[25],c[24],out[25],c[25]);
    fulladder bit26(a[26],b[26],c[25],out[26],c[26]);
    fulladder bit27(a[27],b[27],c[26],out[27],c[27]);
    fulladder bit28(a[28],b[28],c[27],out[28],c[28]);
    fulladder bit29(a[29],b[29],c[28],out[29],c[29]);
    fulladder bit30(a[30],b[30],c[29],out[30],c[30]);
    fulladder bit31(a[31],b[31],c[30],out[31],c[31]);
    assign c_out=c[31];
endmodule
module halfadder (
    a,b,result,carry
);
    input a,b;
    output result,carry;
    xorgate bit0(a,b,result);
    andgate bit1(a,b,carry);
endmodule
module orgate (
    a,b,y
);
    input a,b;
    output y;
    wire nota,notb;
    notgate anot(a,nota);
    notgate bnot(b,notb);
    nand (y,nota,notb);
endmodule
module xorgate(
    a,b,out
);
    input a,b;
    output out;
    notgate na(a,nota);
    notgate nb(b,notb);
    andgate first(a,notb,outa);
    andgate second(b,nota,outb);
    orgate ans(outa,outb,out);
endmodule
$ cat flow/run.sh
#!/bin/bash
# OpenROAD 26Q1-2900-gdf79404cd8, Yosys 0.63+post, stock flow scripts
make -C /OpenROAD-flow-scripts/flow DESIGN_CONFIG=/design/flow/config.mk WORK_HOME=/design/flow/orfs finish
==> results.py <==
# Flow results
metrics = {
    "outcome": {
        "status": "completed",
    },
    "floorplan": {
        "ios": 98,
        "num_rows": 34,
        "die_w_um": 114,
        "dieArea_sq_um": 13000,
        "die_y_um": 114,
        "initial_core_util": 0.106,
        "coreArea_sq_um": 8680,
    },
    "critical_path": {
        "crit_required_ps": 24960,
        "crit_top_cell": "fa_1",
        "path_class": "input pin to output pin",
        "path_max_fanout": 1,
        "start_kind": "input pin",
        "crit_arrival_ps": 19760,
        "crit_path_max_incr_delay_ps": 460,
        "critPathCaptureType": "output pin",
        "crit_slowest_cell": "clkdlybuf4s50_1",
    },
    "finish": {
        "drive_above_1_share": 0,
        "final_area_sq_um": 1790,
        "ff_count": 0,
        "seq_area_sq_um": 0,
        "nClkBuffers": 0,
        "syn_to_final_growth_pct": 95.4,
        "final_util": 0.207,
        "fill_cells": 962,
    },
    "placement": {
        "dp_hpwl_um": 3010,
        "gp_congestion": 0.757,
        "portBuffers": 98,
        "dpl_cell_area_sq_um": 1790,
        "place_ws_ps": 5130,
    },
    "route": {
        "vias_per_cell": 2.96,
        "finalWirelength_um": 3020,
        "post-route-drc-count": 0,
        "ant_nets": 0,
        "vias": 735,
        "route.antenna.diode_count": 0,
        "first_iter_violations": 5,
        "wl_per_cell_um": 12.2,
        "firstDrtPassIters": 2,
    },
    "synthesis": {
        "yosys_warnings": 12,
        "synthCells": 74,
        "synthTopCellsByCount": "32 x buf_4, 32 x fa_1, 10 x inv_1",
        "ys_area_sq_um": 918,
        "yosysTopAreaCell": "fa_1",
        "yosys.area.top_type_share": 0.698,
        "synth_area_per_cell_sq_um": 12.4,
        "yosysSeqAreaShare": 0,
        "ys_cells": 74,
        "yosys.cell_types.count": 3,
        "top_cells_by_area": "fa_1 70%, buf_4 26%, inv_1 4.1%",
        "synth.cell_area_sq_um": 918,
    },
    "worst_hold_path": {
        "hold_path_class": "input pin to output pin",
    },
    "global_route": {
        "grt_pass1_vias": 941,
        "grt.overflow.total": 0,
        "grt_max_degree": 2,
        "antenna_found_initial": 0,
        "track_usage": 0.0443,
        "grt_pass1_wl_um": 4690,
    },
    "sta": {
        "finalHoldViolCount": 0,
        "worstMarginPinSlew_ps": 112,
        "period_needed_ps": 26000,
        "setup_tns_ps": 0,
        "rsz0062_at_grt": "false",
        "fmaxAchievable_mhz": 38.5,
        "slew_violations": 0,
        "setup_violations": 0,
        "setup_slack_ps": 5200,
        "fin_crit_sh": 0.833,
        "slew_headroom": 0.925,
    },
    "job": {
        "cap_violations": 0,
        "warning_count": 32,
    },
    "power": {
        "p_leak_nw": 0.670,
        "p_per_area_nw_per_um2": 19.1,
        "max-vdd-ir-drop_uv": 6.96,
    },
    "clocking": {
        "hold_buffers": 0,
        "post_cts_resized": 0,
        "postCtsSetupBuffers": 0,
    },
}
-- stage by stage --
step	instances	power, mW	hold WS (ps)
after detailed placement	248	0.0353	13540
after floorplan	74	0.0167	12700
after global placement	248	0.0352	13540
after CTS	248	0.0356	13540
final	248	0.0343	13530
after global routing	248	0.0390	13580
-- worst paths after layout --
check  endpoint  start  slack (ps)  cells past startpoint
min      out[0]   c_in       13530                      5
max     out[31]   a[0]        5200                     38
-- cells in the final DEF, fill, tap and decap left out, drive strengths merged --
master and count:
fa 32, inv 10, clkdlybuf4s50 98
-- metal layers --
layer  vias up  part of all wire  wire (um)  global-route usage
li1        312                 -          -                   -
met5         -                 0          0                   0
met3         0              0.32        968              0.0526
met2        99              0.30        916              0.0550
met4         0                 0          0                   0
met1       324              0.38       1140              0.0510
-- cell families (layout without fill, tap and decap cells) --
logic type | count (synthesis) | count (layout) | synth area share
buf+inv | 42 | 108 | 0.302
fa+ha+maj | 32 | 32 | 0.698
-- layout make-up --
cell class,instances,area [sq um],area share
Multi-Input combinational cell,32,641,0.357
Timing Repair Buffer,98,981,0.547
Inverter,10,37.5,0.0209
Tap cell,108,135,0.0753
-- worst max-delay path, delay by kind of cell --
| kind | cells | cell delay [ps] |
|---|---|---|
| fa+ha+maj | 32 | 12380 |
| buf+inv | 6 | 1120 |
-- report_power, final --
group | internal (mW) | switching, mW | total (mW)
sequential | 0 | 0 | 0
combinational | 0.0254 | 0.00887 | 0.0343
clock | 0 | 0 | 0
total | 0.0254 | 0.00887 | 0.0343
No activity file was given, so power comes from the tool's default toggle rates.
