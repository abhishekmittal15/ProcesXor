===== /design/flow/design.v =====
module notgate (
    in,out
);
    input [3:0] in;
    output [3:0] out;
    assign out=~in;
endmodule
module andgate (
    a,b,y
);
    input a,b;
    output y;
    assign y=a&b;
endmodule
module mux2way (
    a,b,sel,y
);
    input a,b,sel;
    output y;
    wire anotsel,bsel,notsel;
    notgate nsel(sel,notsel);
    andgate anda(a,notsel,anotsel);
    andgate andb(b,sel,bsel);
    orgate op(anotsel,bsel,y);
endmodule
module mux4way (
    in0,in1,in2,in3,sel,y
);
    input in0,in1,in2,in3;
    input [1:0] sel;
    output y;
    wire upper,lower;
    mux2way m11(in0,in1,sel[0],upper);
    mux2way m12(in2,in3,sel[0],lower);
    mux2way m2(upper,lower,sel[1],y);
endmodule
module mux4way32bit (
    a,b,c,d,sel,out
);
    input [31:0] a,b,c,d;
    input [1:0] sel;
    output [31:0] out;
    mux4way m0(a[0],b[0],c[0],d[0],sel,out[0]);
    mux4way m1(a[1],b[1],c[1],d[1],sel,out[1]);
    mux4way m2(a[2],b[2],c[2],d[2],sel,out[2]);
    mux4way m3(a[3],b[3],c[3],d[3],sel,out[3]);
    mux4way m4(a[4],b[4],c[4],d[4],sel,out[4]);
    mux4way m5(a[5],b[5],c[5],d[5],sel,out[5]);
    mux4way m6(a[6],b[6],c[6],d[6],sel,out[6]);
    mux4way m7(a[7],b[7],c[7],d[7],sel,out[7]);
    mux4way m8(a[8],b[8],c[8],d[8],sel,out[8]);
    mux4way m9(a[9],b[9],c[9],d[9],sel,out[9]);
    mux4way m10(a[10],b[10],c[10],d[10],sel,out[10]);
    mux4way m11(a[11],b[11],c[11],d[11],sel,out[11]);
    mux4way m12(a[12],b[12],c[12],d[12],sel,out[12]);
    mux4way m13(a[13],b[13],c[13],d[13],sel,out[13]);
    mux4way m14(a[14],b[14],c[14],d[14],sel,out[14]);
    mux4way m15(a[15],b[15],c[15],d[15],sel,out[15]);
    mux4way m16(a[16],b[16],c[16],d[16],sel,out[16]);
    mux4way m17(a[17],b[17],c[17],d[17],sel,out[17]);
    mux4way m18(a[18],b[18],c[18],d[18],sel,out[18]);
    mux4way m19(a[19],b[19],c[19],d[19],sel,out[19]);
    mux4way m20(a[20],b[20],c[20],d[20],sel,out[20]);
    mux4way m21(a[21],b[21],c[21],d[21],sel,out[21]);
    mux4way m22(a[22],b[22],c[22],d[22],sel,out[22]);
    mux4way m23(a[23],b[23],c[23],d[23],sel,out[23]);
    mux4way m24(a[24],b[24],c[24],d[24],sel,out[24]);
    mux4way m25(a[25],b[25],c[25],d[25],sel,out[25]);
    mux4way m26(a[26],b[26],c[26],d[26],sel,out[26]);
    mux4way m27(a[27],b[27],c[27],d[27],sel,out[27]);
    mux4way m28(a[28],b[28],c[28],d[28],sel,out[28]);
    mux4way m29(a[29],b[29],c[29],d[29],sel,out[29]);
    mux4way m30(a[30],b[30],c[30],d[30],sel,out[30]);
    mux4way m31(a[31],b[31],c[31],d[31],sel,out[31]);
endmodule
module orgate (
    a,b,y
);
    input a,b;
    output y;
    wire nota,notb;
    notgate anot(a,nota);
    notgate bnot(b,notb);
    nand (y,nota,notb);
endmodule

===== /design/flow/run.sh =====
#!/bin/bash
# OpenROAD 26Q1-2900-gdf79404cd8, Yosys 0.63+post, stock flow scripts
make -C /OpenROAD-flow-scripts/flow DESIGN_CONFIG=/design/flow/config.mk WORK_HOME=/design/flow/orfs finish

===== /design/flow/config.mk =====
export PLATFORM = sky130hd
export DESIGN_NAME = mux4way32bit
export DESIGN_NICKNAME = mux4way32bit
export VERILOG_FILES = /design/flow/design.v
export SDC_FILE = /design/flow/constraint.sdc
export NUM_CORES = 4
export LEC_CHECK = 1
export CORE_AREA = 10 10 76 76
export DIE_AREA = 0 0 86 86

===== /design/flow/constraint.sdc =====
current_design mux4way32bit

set clk_period 1.5
set clk_io_pct 0.2

create_clock -name clk0 -period $clk_period

set non_clock_inputs [all_inputs -no_clocks]
set_input_delay [expr $clk_period * $clk_io_pct] -clock clk0 $non_clock_inputs
set_output_delay [expr $clk_period * $clk_io_pct] -clock clk0 [all_outputs]

==> GITHUB_STEP_SUMMARY <==
## Synthesis and layout report

| Metric | Value |
|---|---|
| Outcome | `finished with violations` |
| Failing checks | `negative setup slack` |
| # DRC | `0` |
| Tool Warnings | `35` |
| Maximum VDD drop | `0.0000838 V` |
| Mapped Area | `1050 um2` |
| Area grow syn2layout | `122%` |
| Worst setup SP type | `primary input` |
| Yosys Instances | `71` |
| GRT Total Usage | `14.7%` |
| Dpl ws | `-0.620 ns` |
| Synth cell types | `6` |
| Seq_cells | `0` |
| Largest net degree at the start of global routing | `13` |
| Worst Max-Slew Pin Slew | `0.118 ns` |
| DR vias | `1193` |
| Final setup viols | `10` |
| First-pass GRT wire length | `8.27 mm` |
| Placed wire-length estimate | `5.03 mm` |
| DR pass1 iterations | `4` |
| Die W | `86 um` |
| Post-DRT Antenna Nets | `0` |
| Post-synth area from yosys stat | `1050 um2` |
| Worst setup startpoint | `sel[0]` |
| Vertical die size | `86 um` |
| Setup slack after layout | `-0.0333 ns` |
| Grt total ovfl | `0` |
| P_leak | `1.15 nW` |
| Crit path DRT | `1.20 ns` |
| Hold-fix buffers, CTS | `0` |
| Initial antenna violation count | `1` |
| Endpoints failing hold | `0` |
| Fin area | `2340 um2` |
| Full die area | `7400 um2` |
| Max-Cap Viols | `0` |
| Worst-path maximum fanout | `6` |
| Register Area | `0 um2` |
| RSZ-0062 raised after global routing | `yes` |
| Tcrit/Tclk final | `102%` |
| Placed cell area | `2480 um2` |
| Final wirelength | `5.69 mm` |
| Fmax | `652 MHz` |
| Core box area | `4120 um2` |
| Slew Viols, Final | `0` |
| Hold Path Class | `in -> out` |
| Arr. time, crit path | `1.23 ns` |
| Placement Rows | `23` |
| Setup TNS Final | `-0.167 ns` |
| Hold Path Origin | `c[9]` |
| Layout clock buffers | `0` |
| I/O Buffers | `162` |
| PD cells | `238 nW/um2` |
| Synth Instances | `71` |
| DR WL/cell | `21.7 um` |
| Initial cell density of the core | `25.6%` |
| Syn avg cell area | `14.9 um2` |
| YS warnings | `6` |
| DR vias/cell | `4.55` |
| Number of global-route vias before repair | `1307` |
| Synth Seq Share | `0%` |
| IO Pins | `162` |
| Layout cells sized above 1 | `39.3%` |
| Min Tclk post-route | `1.53 ns` |
| Crit path capture type | `output pin` |
| Slew headroom | `92.2%` |
| Kind of critical path | `in -> out` |
| Iter 0 DRT Violations | `9` |
| Gpl congestion | `0.887` |
==> path summary, 6_finish.rpt <==
kind / to / slack [ns] / cells after the start
min: out[9] / 1.08 / 3
max: out[10] / -0.03 / 5
==> through the flow <==
| step | power (mW) | util [%] | std cells | hold slack [ns] |
|---|---|---|---|---|
| 2_1_floorplan | 0.304 | - | 71 | 0.801 |
| 3_3_place_gp | 0.708 | 60.2 | 250 | 1.59 |
| 3_5_place_dp | 0.713 | 60.2 | 250 | 1.58 |
| 4_1_cts | 0.568 | 56.8 | 261 | 1.08 |
| 5_1_grt | 0.605 | 56.9 | 262 | 1.09 |
| 6_report | 0.558 | 56.9 | 262 | 1.08 |
==> metal layers <==
| metal | GRT usage, % | wire, um |
|---|---|---|
| met4 | 0 | 0 |
| met1 | 15.8 | 1830 |
| met3 | 6.29 | 680 |
| met2 | 27.4 | 3190 |
| met5 | 0 | 0 |
==> final cells by class <==
| class | instances | area [um2] |
|---|---|---|
| multi-input combinational | 32 | 721 |
| tap | 50 | 62.6 |
| timing repair buffer | 179 | 1560 |
| fill | 417 | 1770 |
| antenna | 1 | 2.50 |
==> cells by family after synthesis <==
kind of cell           after synthesis  synth area share, %
buffers and inverters               39                 31.0
muxes                               32                 69.0
==> repair_timing <==
item / 4_1_cts / 5_1_grt
setup endpoints to repair: 32 / 29
resized: 254 / 1
endpoints found under the hold margin: 0 / 0
buffers inserted: 9 / 0
cloned: 2 / 0
==> cells in the final DEF, fill, tap and decap left out <==
cell type      instances
dlygate4sd2_1        128
buf_2                 33
mux4_2                32
buf_6                 12
buf_12                 3
diode_2                1
bufbuf_16              1
buf_16                 1
buf_8                  1
==> critical path: stages <==
cell	delay (ns)
buf_12	0.11
buf_12	0.12
buf_6	0.10
mux4_2	0.47
buf_2	0.13
==> cell usage after synthesis <==
library cell	instances	area [um2]
buf_12	3	60.1
buf_2	3	15.0
buf_4	32	240
buf_6	1	11.3
mux4_1	2	52.6
mux4_2	30	676
==> report_power, final <==
part | internal [mW] | leakage [nW] | total [mW] | switching (mW)
clock | 0.0000000890 | 0.00000634 | 0.0000000890 | 0
sequential | 0 | 0 | 0 | 0
combinational | 0.423 | 1.15 | 0.558 | 0.135
Power and IR drop assume default switching activity.
